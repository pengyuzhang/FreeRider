## design/flow/design.v

```verilog
module modulator( clock, reset, trigger_signal, output_signal );
input clock, reset, trigger_signal;
output reg output_signal;
reg[15:0] clock_counter;
reg[5:0] counter;
always @(negedge reset or posedge clock)
begin
    if (~reset)
    begin
        clock_counter <= 0;
        output_signal <= 1'b0;
        counter <= 0;
    end
    else if (trigger_signal)
    begin
        if (counter==0)
        begin
            counter <= counter+1;
            clock_counter <= clock_counter+1;
            if (clock_counter<=16'd79)
                output_signal <= 1'b0;
            else if (clock_counter<=16'd60000)
                output_signal <= 1'b1;
            else
                output_signal <= 1'b0;
        end
        else
        begin
            counter <= counter+1;
            if (counter==6'd49)
                counter <= 0;
        end
    end
    else
    begin
        clock_counter <= 16'd0;
        output_signal <= 1'b0;
        counter <= 0;
    end
end
endmodule
```

## design/flow/run.sh

```bash
#!/bin/bash
# OpenROAD 26Q1-2900-gdf79404cd8, Yosys 0.63+post, stock flow scripts
make -C /OpenROAD-flow-scripts/flow DESIGN_CONFIG=/design/flow/config.mk WORK_HOME=/design/flow/orfs finish
```

## design/flow/config.mk

```make
export PLATFORM = sky130hd
export DESIGN_NAME = modulator
export DESIGN_NICKNAME = modulator
export VERILOG_FILES = /design/flow/design.v
export SDC_FILE = /design/flow/constraint.sdc
export NUM_CORES = 4
export LEC_CHECK = 1
export CORE_AREA = 10 10 90 90
export DIE_AREA = 0 0 100 100
```

## design/flow/constraint.sdc

```tcl
current_design modulator

set clk_period 3.3
set clk_io_pct 0.2

create_clock -name clk0 -period $clk_period [get_ports {clock}]

set non_clock_inputs [all_inputs -no_clocks]
set_input_delay [expr $clk_period * $clk_io_pct] -clock clk0 $non_clock_inputs
set_output_delay [expr $clk_period * $clk_io_pct] -clock clk0 [all_outputs]
```

==> impl_metrics.yaml <==
# synthesis and place-and-route metrics
clock_network:
  cts_root_buf: "clkbuf_8"
  cts_setup_buffers: 0
  cts_num_sinks: 23
  ctsResizeCount: 0
  ctsLongestPathBuffers: 2
  htree_levels: 1
  insertion_delay_ns: 0.26
  numCtsBuffers: 3
  cts_tree: "yes"
  clk_pin_slew_ns: 0.08
  cts_hold_buffers: 0
routing:
  dr.max_layer_used: "met4"
  wire_per_inst_um: 11.5
  ant_nets: 0
  m1WireLength_um: 1270
  dr_total_vias: 1000
  antenna-diode-count: 0
  dr_wl_met3_um: 79
  drt_iter0_markers: 77
  wl_met2_um: 1150
  vias_per_cell: 4.57
  first_pass_iters: 4
  drt_wl_total_um: 2510
  drc: 0
global_routing:
  grt.total_usage_pct: 5.21
  overflow: 0
  grt_pass1_vias: 972
  antenna_found_initial: 0
  grt_pass1_wl_um: 4490
  grt_max_degree: 24
synth:
  ys_cells: 138
  synthesis.area_um2: 1290
  synth-seq-cells: 23
  netlist_instances: 138
  syn_area_per_cell_um2: 9.37
  yosysSeqAreaShare_pct: 44.5
  yosysWarnings: 1
  synthDistinctLibCells: 36
  ys_area_um2: 1290
final_timing:
  finalMaxSlewViolations: 0
  setup_viol: 0
  tightestPinTransition_ns: 0.557
  slew_headroom_pct: 62.5
  post-route-period-util_pct: 77.3
  fin_tns_setup_ns: 0
  fin_ws_ns: 0.749
  max_freq_ghz: 0.392
  grt_setup_unrepaired: "false"
  finalCriticalPeriod_ns: 2.55
  finalHoldViolCount: 0
  fin_skew_ns: 0.00222
floorplanning:
  num_rows: 29
  die_h_um: 100
  dieArea_um2: 10000
  die_w_um: 100
  fp_util_pct: 20.6
  coreArea_um2: 6280
  io_pins: 4
critical_path:
  arrival_ns: 2.74
  critPathMaxFanout: 8
  crit_required_ns: 3.49
  worst_setup_path_start_kind: "flop"
  slowest_stage: "or4b_4"
  cpPeakStageDelay_ns: 0.59
  crit_family: "simple AND/OR/NAND/NOR gates"
  end_kind: "flop"
  worstPathCellList: "inv_1, ha_1, or4b_1, or4b_4, or4_1, a21oi_1"
  cp_num_buf_inv: 1
  crit_type: "flop to flop"
placement:
  pre_cts_ws_ns: 0.760
  place_area_um2: 1410
  io_buffers: 3
  dpl.hpwl_um: 1800
  gp_congestion: 0.806
  place_inst: 215
final_layout:
  drive_gt1_share_pct: 6.34
  finalInstanceArea_um2: 1460
  syn_to_final_growth_pct: 12.7
  fin_util_pct: 23.2
  instances_no_fill: 219
  fillCellCount: 666
pwr:
  cellPowerDensity_nw_per_um2: 370
  ir_drop_v: 0.000249
  p_leak_nw: 0.577
flow_run:
  openroad.warnings: 28
  maxCapViolations: 0
hold_path:
  hold_path.class: "flop to flop"
run_status:
  status: "finished, final reports clean"
registers in the layout, summed over array words and instances, names as in the netlist:
| register | flops |
|---|---|
| counter | 6 |
| clock_counter | 16 |
| output_signal | 1 |
layer usage:
metal / track usage (%) / up-vias
met5: 0 / -
met4: 0.435 / 0
met3: 1.32 / 2
met2: 8.56 / 6
met1: 7.08 / 495
li1: - / 497
Yosys cell counts, drive strengths merged:
master	n	share of area (%)
nor2b	1	0.48
nor4	3	1.5
a21oi	6	2.3
nand4b	1	0.68
xor2	2	1.4
o31ai	3	1.7
nor3	3	1.2
o21ai	6	2.3
o2111a	1	0.87
mux2	1	0.87
and4bb	1	0.97
or3	3	1.5
xnor2	9	6.1
clkbuf	3	0.87
nor4b	3	2.0
ha	5	4.8
mux2i	2	1.5
or2	1	0.48
inv	7	2.0
o211ai	1	0.58
and2	2	0.97
buf	1	0.39
nand2	10	2.9
nand4	5	2.4
and3	1	0.48
nand3	5	1.9
nor2	18	5.2
or4	2	1.2
or4b	2	1.8
and4	2	1.4
a22oi	1	0.58
dfrtp	23	44
nand3b	1	0.58
and2b	1	0.58
nand2b	2	0.97
placed cells by master, fill, tap and decap left out, types with 2 or more instances in the layout:
master           instances
dfrtp_1                 23
nor2_1                  18
nand2_1                 10
xnor2_1                  9
inv_1                    7
o21ai_0                  6
a21oi_1                  6
nand3_1                  5
nand4_1                  5
ha_1                     5
o31ai_1                  3
nor3_1                   3
nor4b_1                  3
nor4_1                   3
or3_1                    3
clkbuf_8                 3
clkdlybuf4s50_1          3
xor2_1                   2
and4_1                   2
and2_1                   2
or4_1                    2
nand2b_1                 2
mux2i_1                  2
cell families (layout without fill, tap and decap cells):
group           after synthesis  in the layout  share of synthesized area [%]
mux                           3              3                           2.42
compound gates               18             18                           8.41
simple gates                 67             67                           29.1
flops                        23             23                           44.5
fa+ha+maj                     5              5                           4.84
xor+xnor                     11             11                           7.45
buf+inv                      11             15                           3.29
metrics by stage:
stage / power [mW] / hold WS, ns
floorplan: 0.346 / 0.364
global placement: 0.369 / 0.500
detailed placement: 0.370 / 0.516
CTS: 0.547 / 0.531
global route: 0.568 / 0.567
finish: 0.539 / 0.525
power by group:
group,leakage (nW),switching (mW),internal [mW]
sequential,0.317,0.0119,0.290
combinational,0.235,0.0356,0.0255
clock,0.0255,0.0912,0.0843
final timing paths:
kind / cells past startpoint / start / slack [ns] / endpoint
max reg2reg: 6 / counter[0]$_DFF_PN0_ / 0.75 / clock_counter[14]$_DFFE_PN0P_
min in group asynchronous: 2 / reset / 0.73 / counter[3]$_DFF_PN0_
min reg2reg: 1 / counter[0]$_DFF_PN0_ / 0.52 / counter[0]$_DFF_PN0_
max in group asynchronous: 2 / reset / 2.34 / clock_counter[9]$_DFFE_PN0P_
max: 6 / counter[0]$_DFF_PN0_ / 0.75 / clock_counter[14]$_DFFE_PN0P_
min: 1 / counter[0]$_DFF_PN0_ / 0.52 / counter[0]$_DFF_PN0_
cell type report:
cell class	instances	area [µm²]	share of cell area, %
clock buffers	3	41.3	2.83
clock inverters	1	5.00	0.343
inverters	7	26.3	1.80
multi-input cells	104	676	46.4
flip-flops and latches	23	576	39.5
well taps	77	96.3	6.61
repair buffers	4	37.5	2.58
Power and IR drop assume default switching activity.
