===== design/flow/constraint.sdc =====
current_design whitening

set clk_period 2.3
set clk_io_pct 0.2

create_clock -name clk0 -period $clk_period [get_ports {clock}]

set non_clock_inputs [all_inputs -no_clocks]
set_input_delay [expr $clk_period * $clk_io_pct] -clock clk0 $non_clock_inputs
set_output_delay [expr $clk_period * $clk_io_pct] -clock clk0 [all_outputs]

===== design/flow/config.mk =====
export PLATFORM = sky130hd
export DESIGN_NAME = whitening
export DESIGN_NICKNAME = whitening
export VERILOG_FILES = /design/flow/design.v
export SDC_FILE = /design/flow/constraint.sdc
export NUM_CORES = 4
export LEC_CHECK = 1
export CORE_UTILIZATION = 30

===== design/flow/design.v =====
module whitening( clock, reset, input_data, trigger, output_whitening );
input clock, reset;
input trigger;
input input_data;
output reg output_whitening;
reg[15:0] counter;
reg[6:0] state;
always @(posedge clock or negedge reset)
begin
    if (!reset)
    begin
        counter <= 0;
        state[0] <= 0;
        state[1] <= 0;
        state[2] <= 0;
        state[3] <= 0;
        state[4] <= 0;
        state[5] <= 0;
        state[6] <= 0;
    end
    else if (trigger)
    begin
        if (counter==16'd0)
        begin
            counter <= counter+1;
            state[6] <= state[5];
            state[5] <= state[4];
            state[4] <= state[3];
            state[3] <= state[2];
            state[2] <= state[1];
            state[1] <= state[0];
            state[0] <= input_data;
        end
        else
        begin
            counter <= counter + 1;
            if (counter==16'd49)
                counter <= 0;
        end
    end
    else
    begin
        counter <= 0;
        state[0] <= 0;
        state[1] <= 0;
        state[2] <= 0;
        state[3] <= 0;
        state[4] <= 0;
        state[5] <= 0;
        state[6] <= 0;
    end
end
reg[15:0] output_counter;
always @(negedge clock or negedge reset)
begin
    if (!reset)
    begin
        output_whitening <= 0;
        output_counter <= 0;
    end
    else if (trigger)
    begin
        if (output_counter==16'd0)
        begin
            output_counter <= output_counter+1;
            output_whitening <= input_data ^ state[6] ^ state[3];
        end
        else
        begin
            output_counter <= output_counter + 1;
            if (output_counter==16'd49)
                output_counter <= 0;
        end
    end
    else
    begin
        output_whitening <= 0;
    end
end
endmodule

===== design/flow/run.sh =====
#!/bin/bash
# OpenROAD 26Q1-2900-gdf79404cd8, Yosys 0.63+post, stock flow scripts
make -C /OpenROAD-flow-scripts/flow DESIGN_CONFIG=/design/flow/config.mk WORK_HOME=/design/flow/orfs finish

==> notes.md <==
run metrics: CP Cell Sequence=buf_2, area reported by Yosys stat=1970 µm², detailed-routing iteration count for the pre-antenna-repair pass=4, Hold Fails Final Rpt=0, routed vias/inst=4.77, area of placed instances=2190 µm², utilization after layout=between 30 and 40%, run status=finished, violations left, number of standard cells reported by yosys=193, initial antenna violation count=0, final worst slack=-0.115 ns, power per cell area=between 600 and 700 nW/µm², synthesis warning total=1, Std-Cell Core Area=around 6300 µm², total power draw=between 1.5 and 2 mW, Cell Int Power=1.09 mW, finished layout cell area=between 2000 and 2500 µm², sequential fraction of the synthesis area=50.8%, crit path launch type=flop, clk latency of the worst-skew pair=~0.29 ns, tally of buffers added on design ports=4, H-tree depth reported by CTS=2, leakage dissipation=0.975 nW, net switching component of the power=around 0.45 mW, area added between synthesis and finish=14.2%, via count of the first global-routing pass=approximately 1300, cell area after technology mapping=1970 µm², arrival time worst endpoint=1.96 ns, first-pass GRT wire length=6.07 mm, worst supply voltage drop on vdd=approximately 0.23 mV, XOR/XNOR share of the synthesized area=11.6%, distinct cell type count of the synthesized netlist=28, aggregate global routing overflow=0, mean post-synth cell area=10.2 µm², FP Core Util=31.0%, hold bufs inserted after CTS=0, vertical die size=83.1 µm, setup_tns=-0.115 ns, Final Routed Wirelength=3.37 mm, Compound-Gate Fraction of Synth Area=2.60%, type of the tightest min-delay check=primary input to async pin, Crit Path Max Fanout=2, root buf cell=sky130_fd_sc_hd__clkbuf_8, fraction of the mapped netlist area in simple logic gates=24.4%, tool warning count=32, worst path required time=roughly 1.8 ns, final tally of max-slew violations=0, mux share of post-synthesis cell area=roughly 4.6%, part of the power in combinational logic=15.3%, post-detail-place hpwl=between 2 and 2.5 mm, setup skew after layout=0.00640 ns, switching power share of the total=between 20% and 30%, largest net degree at the start of global routing=22, sink count of the clock tree=40, worst setup path category=flop to primary output, failing checks=setup timing, num ports=5, global routing usage summed across all routing layers=10.9%, total clock buffers created by CTS=5, Buf/Inv on CP=1, layout cells sized above 1=11.5%, critical path's slowest cell=sky130_fd_sc_hd__dfrtn_1, maximum single-stage delay on the critical path=0.41 ns, routability cong.=0.811, post-CTS setup buffer count=0, clock network fraction of total power=~28%, number of flip-flops and latches in the synthesized netlist=40, number of diodes added for antenna fixing=0, die span in x=between 80 and 90 µm, clock tree from TritonCTS=built, max-capacitance violation count=0, synthesized instance count=193, RSZ-0062 raised after global routing=true, Worst-Margin Slew=0.524 ns, FP Rows=29, Adder Area Share=~3.8%, critical path capture point type=primary output, setup violation total in the final timing report=1, post-detailed-route wirelength per cell=11.8 µm, violation count after the first detailed-routing iteration=56, Max clock buf depth=2, DIE AREA=approximately 6900 µm², proportion of power drawn by flip-flops and latches=roughly 56%, main logic family after synthesis=simple AND/OR/NAND/NOR gates, worst slew margin relative to its limit=64.8%, number of design rule violations left after detail routing=0, clock-pin slew of the registers on the worst-case setup and hold paths=0.07 ns, cell family contributing the most delay on the critical path=flip-flops, final-layout worst hold slack=~0.12 ns, ANT nets after route=0, total number of vias=1365
[layer usage]
metal / global-route usage [%] / wire [µm]
met1: 17.2 / 1800
met3: 2.52 / 113
met4: 1.25 / 52
met5: 0 / 0
met2: 16.5 / 1400
[Yosys cell counts]
library cell               number  share of area, %
sky130_fd_sc_hd__a31oi_1        2              0.63
sky130_fd_sc_hd__inv_1          8               1.5
sky130_fd_sc_hd__mux2i_1        9               4.6
sky130_fd_sc_hd__xnor2_1       20               8.9
sky130_fd_sc_hd__a21boi_0       1              0.38
sky130_fd_sc_hd__nor2_1        22               4.2
sky130_fd_sc_hd__nand2_1       12               2.3
sky130_fd_sc_hd__and3_1         3              0.95
sky130_fd_sc_hd__nand3_1       10               2.5
sky130_fd_sc_hd__nor3_1         3              0.76
sky130_fd_sc_hd__o21ai_0        3              0.76
sky130_fd_sc_hd__clkbuf_1       4              0.76
sky130_fd_sc_hd__or2_2          2              0.63
sky130_fd_sc_hd__a21oi_1        2              0.51
sky130_fd_sc_hd__or3_1          2              0.63
sky130_fd_sc_hd__or4_4          1              0.57
sky130_fd_sc_hd__nand3_2        1              0.51
sky130_fd_sc_hd__xor2_1         6               2.7
sky130_fd_sc_hd__dfrtn_1       17                22
sky130_fd_sc_hd__and2_0         1              0.32
sky130_fd_sc_hd__o22ai_1        1              0.32
sky130_fd_sc_hd__and3_2         1              0.38
sky130_fd_sc_hd__nor2b_1        8               2.5
sky130_fd_sc_hd__nor3b_1        2              0.76
sky130_fd_sc_hd__dfrtp_1       23                29
sky130_fd_sc_hd__nand4_1       13               4.1
sky130_fd_sc_hd__ha_1           6               3.8
sky130_fd_sc_hd__nor4_1        10               3.2
[worst register-to-register path: stages (launching register included)]
cell and delay (ns):
sky130_fd_sc_hd__dfrtp_1 0.40, sky130_fd_sc_hd__xnor2_1 0.20, sky130_fd_sc_hd__xnor2_1 0.08, sky130_fd_sc_hd__mux2i_1 0.12, sky130_fd_sc_hd__nor2b_1 0.06
[cells by family (layout without fill, tap and decap cells)]
logic type	count (synthesis)	count (layout)
fa+ha+maj	6	6
mux	9	9
buf+inv	12	28
xor+xnor	26	26
compound gates	9	9
simple gates	91	91
flops	40	40
[registers in the layout, indices dropped and copies added, names as in the netlist]
signal and cells:
state 7, counter 16, output_counter 16, output_whitening 1
[power groups by stage]
stage	sequential (mW)	clock, mW	combinational (mW)
after CTS	0.867	0.460	0.239
after global routing	0.884	0.491	0.271
final	0.868	0.436	0.236
[repair_timing]
action / in CTS / in global routing
endpoints found under the hold margin: 0 / 0
setup endpoints to repair: 18 / 2
pin swaps: 4 / 2
gates resized: 8 / 0
[cell usage in the layout, fill, tap and decap left out, drive strengths merged, types with 3 or more instances in the layout]
cell | synthesis | layout
and3 | 4 | 4
buf | 0 | 11
clkbuf | 4 | 7
dfrtn | 17 | 17
dfrtp | 23 | 23
ha | 6 | 6
inv | 8 | 8
mux2i | 9 | 9
nand2 | 12 | 12
nand3 | 11 | 11
nand4 | 13 | 13
nor2 | 22 | 22
nor2b | 8 | 8
nor3 | 3 | 3
nor4 | 10 | 10
o21ai | 3 | 3
xnor2 | 20 | 20
xor2 | 6 | 6
[stage by stage]
step                worst slack [ns]  instances
CTS                           -0.141        286
global route                  -0.166        286
global placement              -0.638        279
finish                        -0.115        286
detailed placement            -0.677        279
floorplan                    -0.0932        193
[cell type report]
cell class                 count  area [µm²]
sequential                    40        1000
clock buffer                   7        76.3
fill                         629        4100
timing repair buffer          12        83.8
multi-input combinational    141         960
tap                           77        96.3
clock inverter                 1        3.75
inverter                       8        30.0
[worst paths after layout]
check                                                from  slack [ns]                              to  cells after the start
hold reg to reg            output_counter[15]$_DFFE_NN0P_        0.43  output_counter[15]$_DFFE_NN0P_                      1
max in group asynchronous                           reset        0.80   output_counter[4]$_DFFE_NN0P_                      1
min in group clk0          output_counter[15]$_DFFE_NN0P_        0.43  output_counter[15]$_DFFE_NN0P_                      1
hold / removal                                      reset        0.12            counter[1]$_DFF_PN0_                      1
setup / recovery             output_whitening$_DFFE_NN0P_       -0.12                output_whitening                      1
setup reg to reg                     state[3]$_DFFE_PN0P_        0.15    output_whitening$_DFFE_NN0P_                      4
Power is estimated from default activity; no workload was simulated.
