==> design/flow/design.v <==
module data_rate( clock, reset, trigger, output_data_rate );
input clock, reset;
input trigger;
output reg output_data_rate;
reg[399:0] state;
reg[15:0] counter;
reg[7:0] data1;
reg[7:0] data2;
reg[7:0] data3;
reg[7:0] data4;
reg[7:0] data5;
reg[7:0] data6;
reg[7:0] data7;
reg[7:0] data8;
reg[7:0] data9;
reg[7:0] data10;
always @(posedge clock or negedge reset)
begin
    if (!reset)
    begin
        output_data_rate <= 0;
        data1 <= #1 8'b10000000;
        data2 <= #1 8'b00000000;
        data3 <= #1 8'b00010001;
        data4 <= #1 8'b10011101;
        data5 <= #1 8'b01111000;
        data6 <= #1 8'b10010000;
        data7 <= #1 8'b10111101;
        data8 <= #1 8'b11011011;
        data9 <= #1 8'b11010011;
        data10 <= #1 8'b10001101;
        state[399:0] <= {data2,data2,data2,data2,data2, data1,data2,data2,data2,data2, data2,data2,data2,data2,data2, data2,data2,data2,data2,data2, data2,data2,data2,data2,data2, data2,data2,data2,data2,data2, data2,data2,data2,data2,data2, data2,data2,data2,data2,data2, data2,data2,data2,data2,data2, data2,data2,data2,data2,data2}; 
        counter <= 0;
    end
    else if (trigger)
    begin
        if (counter==16'd0)
        begin
            counter <= counter+1;
            state <= {state[398:0],state[399]};
            output_data_rate <= state[399];
        end
        else
        begin
            counter <= counter + 1;
            if (counter==16'd49)
                counter <= 0;
        end
    end
    else
    begin
        output_data_rate <= 0;
        state[399:0] <= {data1,data2,data2,data2,data2, data2,data2,data2,data2,data2, data2,data2,data2,data2,data2, data2,data2,data2,data2,data2, data2,data2,data2,data2,data2, data2,data2,data2,data2,data2, data2,data2,data2,data2,data2, data2,data2,data2,data2,data2, data2,data2,data2,data2,data2, data2,data2,data2,data2,data2}; 
        counter <= 0;
    end
end
endmodule
==> design/flow/run.sh <==
#!/bin/bash
# OpenROAD 26Q1-2900-gdf79404cd8, Yosys 0.63+post, stock flow scripts
make -C /OpenROAD-flow-scripts/flow DESIGN_CONFIG=/design/flow/config.mk WORK_HOME=/design/flow/orfs finish
==> design/flow/config.mk <==
export PLATFORM = sky130hd
export DESIGN_NAME = data_rate
export DESIGN_NICKNAME = data_rate
export VERILOG_FILES = /design/flow/design.v
export SDC_FILE = /design/flow/constraint.sdc
export NUM_CORES = 4
export LEC_CHECK = 1
export CORE_UTILIZATION = 30
==> design/flow/constraint.sdc <==
current_design data_rate

set clk_period 60.7
set clk_io_pct 0.2

create_clock -name clk0 -period $clk_period [get_ports {clock}]

set non_clock_inputs [all_inputs -no_clocks]
set_input_delay [expr $clk_period * $clk_io_pct] -clock clk0 $non_clock_inputs
set_output_delay [expr $clk_period * $clk_io_pct] -clock clk0 [all_outputs]
==> run summary <==
tally of nets with antenna violations remaining after routing: 0
worst setup skew after layout: 0.01763 ns
number of clock buffers inserted by TritonCTS: 42
Mapped Area: 0.01661 mm^2
width of the die: 237.3 um
distinct cell type count of the synthesized netlist: 31
total wire length: 27.34 mm
port bufs: 3
period utilisation layout: 0.2329
total internal power: 0.4314 mW
leakage dissipation: 7.663 nW
R2R Path End: state[272]
Min Hold Slack: 0.4960 ns
worst vdd rail ir drop: 21.12 uV
remaining global-route overflow: 0
sink of the worst hold path: state[359]
total chip power: 0.5734 mW
clock tree from TritonCTS: yes
power density of the placed cells: 31.45 mW/mm^2
Final GP Congestion: 0.7357
Hold Vio Cnt, Final: 0
number of setup buffers added after CTS: 0
top cell type's share of synthesized area: 0.6251
Non-Filler Cell Area, Final: 0.01823 mm^2
Antenna diodes: 0
clock latency of the later-clocked register in the worst-skew pair: 0.56 ns
number of standard cells reported by yosys: 1,645
Hold Buf Count CTS: 0
CTS sink cnt: 416
register clock-pin slew on the reported worst setup and hold paths: 0.06 ns
count of warnings emitted by yosys: 2
worst endpoint required time: 61.30 ns
Final Core Density: 0.3361
share of post-route cells with drive strength above 1: 0.07867
reg-to-reg slack, setup: 57.22 ns
longest individual stage delay on the worst path: 0.70 ns
Placed Cells: 2,208
total via count in the routed design: 11,040
actual slew at the worst max-slew pin: 0.8889 ns
total number of placement rows: 85
detailed-router iteration count before antenna repair: 5
cell with the most instances on the worst path: sky130_fd_sc_hd__buf_4
overall die height: 237.3 um
number of filler instances in the final layout: 5,304
vias in the first global route: 10,750
depth of the most critical reg-to-reg path: 8
initial detailed-routing violation count: 897
number of setup violations in the final report: 0
Area Growth Syn to Fin: 9.746%
Tightest Hold Check Type: reg2reg
combinational fraction of design power: 0.065
Total Die Area: 0.05632 mm^2
number of remaining DRC errors: 0
area of the synthesized netlist per yosys stat: 0.01661 mm^2
worst setup path class: in2async
cell types with the largest area share after synthesis: sky130_fd_sc_hd__dfrtp_1, sky130_fd_sc_hd__nand3_1, sky130_fd_sc_hd__o21ai_1
Critical Path Slowest Stage Cell: sky130_fd_sc_hd__buf_4
element type at the critical path start: input pin
switching power total: 0.1420 mW
ordered cell list for the critical path: buf_8, buf_4, buf_4, buf_4
start point of the worst min-delay path: state[359]
worst hold stages: 2
Avg Vias per Cell: 4.829
average routed wire per standard cell: 11.97 um
max-capacitance violation count: 0
total global routing track utilization: 0.1041
initial antenna violation count: 0
floorplan-stage core utilization: 0.3063
Avg Synthesized Cell Area: 10.10 um^2
core region area: 0.05424 mm^2
share of total power in sequential cells: 0.485
clk root buf: sky130_fd_sc_hd__clkbuf_16
global-route wire length before repair: 50.16 mm
share of total power in the clock network: 0.450
dominant logic cell types in the final layout: sky130_fd_sc_hd__dfrtp_1, sky130_fd_sc_hd__nand3_1, sky130_fd_sc_hd__o21ai_1
worst setup slack after layout: 46.56 ns
total negative slack for setup checks: 0 ns
Worst Setup Slack post-DPL: 45.85 ns
sequential share of the synthesized area: 0.6267
result of the run: finished, final reports clean
area after detailed placement: 0.01683 mm^2
setup repair after global routing missed its margin: false
Seq cells post-synth: 416
dominant logic cell type in the layout: sky130_fd_sc_hd__dfrtp_1
largest area contributor in the synthesized netlist: sky130_fd_sc_hd__dfrtp_1
clock buffer depth: 3
maximum number of pins on one net before global-route repair: 199
cells after synthesis: 1,645
reg-to-reg startpoint: counter[0]
Worst Setup End Kind: async pin
number of standard cells in the layout, taps in and fillers out: 2,285
Resize count post-CTS: 0
Max Transition Viols Final: 0
post-DP HPWL: 13.67 mm
Slew HR: 0.4074
Max Freq: 0.07074 GHz
H-tree levels: 2
number of OpenROAD warnings: 31
CP arrival: 14.74 ns
minimum clock period: 14.14 ns
top-level I/O count: 4
Switching Share: 0.2476
Critical Path Fanout Max: 80
cell families (layout without fill, tap and decap cells):
| logic type | after synthesis | in the layout | synth area share |
|---|---|---|---|
| AND/OR/NAND/NOR | 649 | 649 | 0.1863 |
| XOR/XNOR | 12 | 12 | 0.006327 |
| adder cells (fa/ha/maj) | 3 | 3 | 0.002260 |
| AND-OR/OR-AND | 404 | 404 | 0.1251 |
| buffers and inverters | 161 | 105 | 0.05325 |
| flip-flops | 416 | 416 | 0.6267 |
state kept, by name (all words and copies together) (netlist names):
name / cells
counter: 16
state: 400
synth_stat cells, drive strengths merged:
master / n
dfstp: 1
nor2: 14
or3: 2
clkbuf: 105
buf: 53
ha: 3
dfrtp: 415
nor4: 4
a21oi: 2
and4: 2
xnor2: 5
o21ai: 402
xor2: 7
nand2: 204
and3: 4
nand3: 409
nor3: 2
nand4: 6
inv: 3
nor3b: 1
or2: 1
worst max path at each step:
stage / start / end / slack [ns] / depth (start not counted)
after CTS: reset / state[326] / 46.43 / 4
after global routing: reset / state[325] / 46.11 / 4
final: reset / state[323] / 46.56 / 4
routing by layer:
metal  vias up  routed length (um)  GRT usage
met5         -                   0          0
met4         0                 534    0.02092
met3        44                 825    0.01802
met2       101               11930     0.1541
met1      5340               14050     0.1665
li1       5550                   -          -
power groups by stage:
| stage | registers [mW] | clock network [mW] | logic, mW |
|---|---|---|---|
| CTS | 0.278 | 0.266 | 0.0385 |
| global route | 0.278 | 0.277 | 0.0426 |
| finish | 0.278 | 0.258 | 0.0373 |
cell type report:
class	count	area (um^2)	area share
Tap cell	696	870.8	0.04777
Clock buffer	63	1230	0.06746
Multi-Input combinational cell	1068	5319	0.2917
Inverter	3	11.26	0.0006177
Timing Repair Buffer	25	217.7	0.01194
Clock inverter	14	171.4	0.009402
Sequential cell	416	10410	0.5711
critical path: cells and delay by family:
kind	cells	cell delay (ns)
buffers and inverters	4	2.45
No activity file was given, so power comes from the tool's default toggle rates.
